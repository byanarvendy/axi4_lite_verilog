<file path="config.mk">
export PLATFORM = sky130hd
export DESIGN_NAME = axi4_lite_slave
export DESIGN_NICKNAME = axi4_lite_slave
export VERILOG_FILES = /design/flow/design.v
export SDC_FILE = /design/flow/constraint.sdc
export NUM_CORES = 4
export LEC_CHECK = 1
export CORE_AREA = 10 10 154 154
export DIE_AREA = 0 0 164 164
export SYNTH_HDL_FRONTEND = slang
</file>
<file path="constraint.sdc">
current_design axi4_lite_slave

set clk_period 3.6
set clk_io_pct 0.2

create_clock -name clk0 -period $clk_period [get_ports {iCLK}]

set non_clock_inputs [all_inputs -no_clocks]
set_input_delay [expr $clk_period * $clk_io_pct] -clock clk0 $non_clock_inputs
set_output_delay [expr $clk_period * $clk_io_pct] -clock clk0 [all_outputs]
</file>
<file path="design.v">
module axi4_lite_slave (
    input               iCLK, iRST,
    input       [31:0]  iREAD_DATA,
    output              iCE,
    output              iRD,
    output              iWR,
    output      [31:0]  oADDR,
    output      [31:0]  oWRITE_DATA,
    input               s_AWVALID,
    input       [2:0]   s_AWPROT,
    input       [31:0]  s_AWADDR,
    output  reg         s_AWREADY,
    input               s_WVALID,
    input       [3:0]   s_WSTRB,
    input       [31:0]  s_WDATA,
    output  reg         s_WREADY,
    input               s_BREADY,
    output  reg         s_BVALID,
    output  reg [1:0]   s_BRESP,
    input               s_ARVALID,
    input       [2:0]   s_ARPROT,
    input       [31:0]  s_ARADDR,
    output  reg         s_ARREADY,
    input               s_RREADY,
    output  reg         s_RVALID,
    output  reg [31:0]  s_RDATA,
    output  reg [1:0]   s_RRESP
);
    reg [31:0] write_addr;
    reg [31:0] read_addr;
    assign oADDR        = (s_AWVALID) ? s_AWADDR : read_addr;
    assign oWRITE_DATA  = s_WDATA;
    assign iCE          = 1'b1;
    assign iWR          = s_AWVALID & s_WVALID;
    assign iRD          = s_ARVALID;
    always @(posedge iCLK or negedge iRST) begin
        if (!iRST) begin
            s_AWREADY   <= 1'b0;
            s_WREADY    <= 1'b0;
            s_BVALID    <= 1'b0;
            s_BRESP     <= 2'b00;
        end else begin
            s_AWREADY   <= 1'b0;
            s_WREADY    <= 1'b0;
            if (s_AWVALID && s_WVALID && !s_AWREADY && !s_WREADY) begin
                s_AWREADY   <= 1'b1;
                s_WREADY    <= 1'b1;
            end
            if (s_AWREADY && s_WREADY && s_AWVALID && s_WVALID) begin
                write_addr  <= s_AWADDR;
                s_BRESP     <= 2'b00;
                s_BVALID    <= 1'b1;
            end
            if (s_BVALID && s_BREADY) begin
                s_BVALID    <= 1'b0;
            end
        end
    end
    always @(posedge iCLK or negedge iRST) begin
        if (!iRST) begin
            s_ARREADY   <= 1'b0;
            s_RVALID    <= 1'b0;
            s_RRESP     <= 2'b00;
            s_RDATA     <= 32'b0;
            read_addr   <= 32'b0;
        end else begin
            s_ARREADY   <= 1'b0;
            s_RVALID    <= 1'b0;
            if (s_ARVALID && !s_ARREADY) begin
                s_ARREADY   <= 1'b1;
                read_addr   <= s_ARADDR;
            end
            if (s_ARREADY && !s_RVALID) begin
                s_RVALID    <= 1'b1;
                s_RDATA     <= iREAD_DATA;
                s_RRESP     <= 2'b00;  
            end
            if (s_RVALID && s_RREADY) begin
                s_RVALID    <= 1'b0;
            end
            if (!s_ARREADY && !s_RVALID && !s_ARVALID) s_RDATA <= 32'h0;
        end
    end
endmodule
</file>
<file path="run.sh">
#!/bin/bash
# OpenROAD 26Q1-2900-gdf79404cd8, Yosys 0.63+post, stock flow scripts
make -C /OpenROAD-flow-scripts/flow DESIGN_CONFIG=/design/flow/config.mk WORK_HOME=/design/flow/orfs finish
</file>
==> flow_results.xml <==
<?xml version="1.0" encoding="UTF-8"?>
<metrics>
  <group name="timing">
    <metric name="clock_skew" unit="ns">0.00545</metric>
    <metric name="worst_max_slew_margin_expressed_relative_to_the_limit" unit="%">60.4</metric>
    <metric name="unrepaired_setup_endpoints_after_global_routing" unit="">false</metric>
    <metric name="timing.final.ws_setup" unit="ns">0.804</metric>
    <metric name="setup-violations-final" unit="">0</metric>
    <metric name="hold_violations" unit="">0</metric>
    <metric name="min_period_over_period" unit="%">77.7</metric>
    <metric name="final.setup.tns" unit="ns">0</metric>
    <metric name="layout_min_cycle_time" unit="ns">2.80</metric>
    <metric name="pin_slew_with_the_least_headroom_to_its_limit" unit="ns">0.594</metric>
    <metric name="fmax" unit="GHz">0.358</metric>
    <metric name="report.final.slew_viol_count" unit="">0</metric>
  </group>
  <group name="worst_setup_path">
    <metric name="cp_cell_sequence" unit="">buf_2 -&gt; buf_12 -&gt; mux2_2 -&gt; clkdlybuf4s50_1</metric>
    <metric name="critical_path.startpoint_type" unit="">input pin</metric>
    <metric name="worstPathArrival" unit="ns">2.08</metric>
    <metric name="worstPathRequired" unit="ns">2.88</metric>
    <metric name="r2r_setup_slack" unit="ns">2.01</metric>
    <metric name="ff2ff_path_depth" unit="">4</metric>
    <metric name="critical_path_peak_fanout" unit="">21</metric>
    <metric name="crit_type" unit="">in2out</metric>
    <metric name="cp-end-kind" unit="">output port</metric>
    <metric name="critical-path-slowest-cell" unit="">sky130_fd_sc_hd__clkdlybuf4s50_1</metric>
    <metric name="worstReg2RegStart" unit="">s_ARREADY</metric>
    <metric name="crit-reg2reg-capture" unit="">s_RDATA[0]</metric>
    <metric name="cp_slowest_stage_delay" unit="ns">0.43</metric>
    <metric name="setup.worst_path.end" unit="">oADDR[19]</metric>
    <metric name="crit_start" unit="">s_AWVALID</metric>
  </group>
  <group name="drt">
    <metric name="vias" unit="">2235</metric>
    <metric name="total_iterations_of_the_first_detailed_routing_run" unit="">4</metric>
    <metric name="post_drt_wl_per_cell" unit="um">15.2</metric>
    <metric name="violation_tally_from_detailed_route_iteration_zero" unit="">71</metric>
    <metric name="antenna_cells_inserted" unit="">0</metric>
    <metric name="route.final.wire_length" unit="um">9710</metric>
    <metric name="drt.antenna.violating_nets" unit="">0</metric>
    <metric name="drcViolationCount" unit="">0</metric>
    <metric name="drt-vias-per-instance" unit="">3.50</metric>
  </group>
  <group name="place">
    <metric name="io_buffers" unit="">172</metric>
    <metric name="dp_slack" unit="ns">0.753</metric>
    <metric name="gp_congestion" unit="">0.791</metric>
    <metric name="half_perimeter_wire_length_of_the_detailed_placement_result" unit="um">7390</metric>
  </group>
  <group name="floorplanning">
    <metric name="floorplan_die_width" unit="um">164</metric>
    <metric name="top_level_ports" unit="">253</metric>
    <metric name="pre_place_util" unit="%">15.5</metric>
    <metric name="die-area" unit="mm2">0.0269</metric>
    <metric name="floorplan.core_area" unit="mm2">0.0203</metric>
    <metric name="floorplan.die.height" unit="um">164</metric>
    <metric name="fp-row-count" unit="">52</metric>
  </group>
  <group name="power_and_ir_drop">
    <metric name="power.leakage" unit="nW">2.08</metric>
    <metric name="power_per_cell_area" unit="mW/mm2">430</metric>
    <metric name="ir_worst_vdd" unit="mV">0.206</metric>
  </group>
  <group name="grt">
    <metric name="grt_pass1_vias" unit="">2549</metric>
    <metric name="grt.total_usage" unit="%">6.98</metric>
    <metric name="pin_count_of_the_biggest_net_entering_global_routing" unit="">38</metric>
    <metric name="grt_first_pass_wirelength" unit="um">14800</metric>
    <metric name="antenna_found_initial" unit="">0</metric>
    <metric name="grt_remaining_overflow" unit="">0</metric>
  </group>
  <group name="synth">
    <metric name="synth-simple-area-share" unit="%">1.11</metric>
    <metric name="synth_chip_area" unit="mm2">0.00315</metric>
    <metric name="synthTopLogicFamily" unit="">multiplexers</metric>
    <metric name="synth.mux.area_fraction" unit="%">23.2</metric>
    <metric name="post_synth_ao_oa_area_fraction" unit="%">8.89</metric>
    <metric name="fa_ha_area_share" unit="%">0</metric>
    <metric name="postSynthCellCount" unit="">228</metric>
    <metric name="synth.yosys.num_cells" unit="">228</metric>
    <metric name="netlist_area" unit="mm2">0.00315</metric>
    <metric name="synth_flops" unit="">68</metric>
    <metric name="synth-xor-area-share" unit="%">0</metric>
    <metric name="synth.yosys.warnings" unit="">0</metric>
    <metric name="synth.lib_cells_used.distinct" unit="">13</metric>
    <metric name="seq_area_frac_synth" unit="%">53.9</metric>
    <metric name="avgSynthCellArea" unit="um2">13.8</metric>
  </group>
  <group name="clock_network">
    <metric name="post_cts.resized_instances" unit="">0</metric>
    <metric name="clk_transition_reported_paths" unit="ns">0.05</metric>
    <metric name="cts_hold_fix_bufs" unit="">0</metric>
    <metric name="cts.path.max_buffers" unit="">2</metric>
    <metric name="post_cts.repair.setup_buffers" unit="">0</metric>
    <metric name="numCtsBuffers" unit="">9</metric>
    <metric name="ctsHtreeMaxLevel" unit="">3</metric>
    <metric name="clk_root_buffer_cell" unit="">sky130_fd_sc_hd__clkbuf_16</metric>
    <metric name="cts_tree" unit="">done</metric>
    <metric name="insertion_delay" unit="ns">0.34</metric>
    <metric name="cts.sinks" unit="">68</metric>
  </group>
  <group name="finish">
    <metric name="syn_to_final_growth" unit="%">63.2</metric>
    <metric name="post_route_cells_drive_above_1_share" unit="%">23.4</metric>
    <metric name="fillCellCount" unit="">2116</metric>
  </group>
  <group name="run">
    <metric name="warnings" unit="">36</metric>
    <metric name="maxCapViolCount" unit="">0</metric>
  </group>
  <group name="outcome">
    <metric name="run_status" unit="">completed</metric>
  </group>
  <group name="min_path">
    <metric name="min_path_type" unit="">in2async</metric>
  </group>
</metrics>
==> cell usage after synthesis <==
master | instances | share of area [%]
sky130_fd_sc_hd__clkbuf_1 | 4 | 0.48
sky130_fd_sc_hd__or2_1 | 1 | 0.20
sky130_fd_sc_hd__buf_2 | 7 | 1.1
sky130_fd_sc_hd__mux2_2 | 64 | 23
sky130_fd_sc_hd__dfrtp_1 | 68 | 54
sky130_fd_sc_hd__and2_1 | 1 | 0.20
sky130_fd_sc_hd__a22o_1 | 32 | 8.9
sky130_fd_sc_hd__buf_4 | 39 | 9.3
sky130_fd_sc_hd__nor2b_1 | 3 | 0.60
sky130_fd_sc_hd__nand2_1 | 1 | 0.12
sky130_fd_sc_hd__mux2i_1 | 1 | 0.32
sky130_fd_sc_hd__conb_1 | 2 | 0.24
sky130_fd_sc_hd__buf_6 | 5 | 1.8
==> state kept, by name, summed over array words and instances (netlist names) <==
name and count:
s_WREADY 1, s_RVALID 1, s_RDATA 32, s_BVALID 1, s_ARREADY 1, read_addr 32
==> routing by layer <==
| layer | track usage (%) | share of wire [%] |
|---|---|---|
| met3 | 3.53 | 11 |
| met2 | 11.1 | 47 |
| met4 | 1.34 | 1.9 |
| met1 | 8.40 | 40 |
| met5 | 0 | 0 |
==> critical path, delay by kind of cell <==
family | cells | cell delay [ns]
buffers and inverters | 3 | 0.98
multiplexers | 1 | 0.35
==> through the flow <==
stage,cell area [um2],hold slack [ns],total power [W],util [%],instances
after floorplan,3170,0.424,0.00110,-,231
after global placement,4880,0.467,0.00142,24.0,623
after detailed placement,4880,0.466,0.00142,24.0,623
after CTS,5150,0.324,0.00228,25.4,638
after global routing,5150,0.340,0.00236,25.4,638
final,5150,0.322,0.00221,25.4,638
==> area by class of cell <==
cell class | instances | area (um2) | share of cell area [%]
clock buffers | 13 | 260 | 5.05
repair buffers | 177 | 1760 | 34.3
multi-input cells | 108 | 1070 | 20.9
clock inverters | 2 | 10.0 | 0.194
well taps | 270 | 338 | 6.56
flip-flops and latches | 68 | 1700 | 33.0
==> cell families after synthesis <==
family / Yosys count
flip-flops: 68
AND-OR/OR-AND: 32
other: 2
buffers and inverters: 55
AND/OR/NAND/NOR: 6
multiplexers: 65
==> where the power goes <==
part,total [W],internal [W],leakage (nW),switching (W)
logic,0.000484,0.000361,1.10,0.000122
registers,0.000913,0.000863,0.843,0.0000507
clock network,0.000817,0.000498,0.135,0.000320
total,0.00221,0.00172,2.08,0.000493
==> worst min-delay path by stage <==
stage	start	to	slack [ns]	cells past startpoint
global route	iRST	read_addr[24]	0.34	1
finish	iRST	read_addr[30]	0.32	1
CTS	iRST	read_addr[24]	0.32	1
==> placed cells by master, fill, tap and decap left out, drive strengths merged <==
master,netlist,layout
mux2i,1,1
dfrtp,68,68
mux2,64,64
nor2b,3,3
clkbuf,4,13
and2,1,1
clkinv,0,2
clkdlybuf4s50,0,170
conb,2,5
a22o,32,32
or2,1,1
nand2,1,1
buf,51,7
Power and IR drop assume default switching activity.

==> flow/config.mk <==
export PLATFORM = sky130hd
export DESIGN_NAME = axi4_lite_interconnect
export DESIGN_NICKNAME = axi4_lite_interconnect
export VERILOG_FILES = /design/flow/design.v
export SDC_FILE = /design/flow/constraint.sdc
export NUM_CORES = 4
export LEC_CHECK = 1
export CORE_AREA = 10 10 182 182
export DIE_AREA = 0 0 192 192
export SYNTH_HDL_FRONTEND = slang
==> flow/constraint.sdc <==
current_design axi4_lite_interconnect

set clk_period 6.4
set clk_io_pct 0.2

create_clock -name clk0 -period $clk_period [get_ports {iCLK}]

set non_clock_inputs [all_inputs -no_clocks]
set_input_delay [expr $clk_period * $clk_io_pct] -clock clk0 $non_clock_inputs
set_output_delay [expr $clk_period * $clk_io_pct] -clock clk0 [all_outputs]
==> flow/design.v <==
module axi4_lite_interconnect (
    input               iCLK, iRST,
        input               m_AWVALID,
        input       [2:0]   m_AWPROT,
        input       [31:0]  m_AWADDR,
        output              m_AWREADY,
        input               m_WVALID,
        input       [3:0]   m_WSTRB,
        input       [31:0]  m_WDATA,
        output              m_WREADY,
        input               m_BREADY,
        output              m_BVALID,
        output      [1:0]   m_BRESP,
        input               m_ARVALID,
        input       [2:0]   m_ARPROT,
        input       [31:0]  m_ARADDR,
        output              m_ARREADY,
        input               m_RREADY,
        output              m_RVALID,
        output      [1:0]   m_RRESP,
        output      [31:0]  m_RDATA,
        input               s0_AWREADY,
        output              s0_AWVALID,
        output      [2:0]   s0_AWPROT,
        output      [31:0]  s0_AWADDR,
        input               s0_WREADY,
        output              s0_WVALID,
        output      [3:0]   s0_WSTRB,
        output      [31:0]  s0_WDATA,
        input               s0_BVALID,
        input       [1:0]   s0_BRESP,
        output              s0_BREADY,
        input               s0_ARREADY,
        output              s0_ARVALID,
        output      [2:0]   s0_ARPROT,
        output      [31:0]  s0_ARADDR,
        input               s0_RVALID,
        input       [1:0]   s0_RRESP,
        input       [31:0]  s0_RDATA,
        output              s0_RREADY,
        input               s1_AWREADY,
        output              s1_AWVALID,
        output      [2:0]   s1_AWPROT,
        output      [31:0]  s1_AWADDR,
        input               s1_WREADY,
        output              s1_WVALID,
        output      [3:0]   s1_WSTRB,
        output      [31:0]  s1_WDATA,
        input               s1_BVALID,
        input       [1:0]   s1_BRESP,
        output              s1_BREADY,
        input               s1_ARREADY,
        output              s1_ARVALID,
        output      [2:0]   s1_ARPROT,
        output      [31:0]  s1_ARADDR,
        input               s1_RVALID,
        input       [1:0]   s1_RRESP,
        input       [31:0]  s1_RDATA,
        output              s1_RREADY
);
    integer i = 0;
    reg     active_sel;
    reg     transaction_active;
    wire    transaction_start   = m_AWVALID || m_ARVALID;
    wire    transaction_end     = (m_BREADY && !m_AWVALID) || (m_RREADY && !m_ARVALID);
    always @(posedge iCLK or negedge iRST) begin
        if (!iRST) begin
            transaction_active      <= 1'b0;
            active_sel              <= 1'bx;
        end else begin
            if (transaction_start) begin
                transaction_active  <= 1'b1;
            end
            if (!transaction_active) begin
                active_sel          <= (m_AWADDR != 32'h00000000) ? (m_AWADDR[31] ? 1'b1 : 1'b0) :       
                                       (m_ARADDR != 32'h00000000) ? (m_ARADDR[31] ? 1'b1 : 1'b0) :       
                                       1'bx;
            end
            if (transaction_end) begin
                transaction_active  <= 1'b0;
            end
        end
    end
    assign m_AWREADY    = (active_sel === 1'b0) ? s0_AWREADY       : 
                          (active_sel === 1'b1) ? s1_AWREADY       :
                          1'bx;  
    assign s0_AWVALID   = (active_sel === 1'b0) ? m_AWVALID        : 1'b0;
    assign s1_AWVALID   = (active_sel === 1'b1) ? m_AWVALID        : 1'b0;
    assign s0_AWPROT    = (active_sel === 1'b0) ? m_AWPROT         : 1'b0;
    assign s1_AWPROT    = (active_sel === 1'b1) ? m_AWPROT         : 1'b0;
    assign s0_AWADDR    = (active_sel === 1'b0) ? m_AWADDR[30:0]   : 1'b0;
    assign s1_AWADDR    = (active_sel === 1'b1) ? m_AWADDR[30:0]   : 1'b0;
    assign m_WREADY     = (active_sel === 1'b0) ? s0_WREADY        : 
                          (active_sel === 1'b1) ? s1_WREADY        :
                          1'bx;  
    assign s0_WVALID    = (active_sel === 1'b0) ? m_WVALID         : 1'b0;
    assign s1_WVALID    = (active_sel === 1'b1) ? m_WVALID         : 1'b0;
    assign s0_WSTRB     = (active_sel === 1'b0) ? m_WSTRB          : 1'b0;
    assign s1_WSTRB     = (active_sel === 1'b1) ? m_WSTRB          : 1'b0;
    assign s0_WDATA     = (active_sel === 1'b0) ? m_WDATA          : 32'h0;
    assign s1_WDATA     = (active_sel === 1'b1) ? m_WDATA          : 32'h0;
    assign m_BVALID     = (active_sel === 1'b0) ? s0_BVALID        : 
                          (active_sel === 1'b1) ? s1_BVALID        :
                          1'bx;  
    assign m_BRESP      = (active_sel === 1'b0) ? s0_BRESP         : 
                          (active_sel === 1'b1) ? s1_BRESP         :
                          2'b00;  
    assign s0_BREADY    = (active_sel === 1'b0) ? m_BREADY         : 1'b0;
    assign s1_BREADY    = (active_sel === 1'b1) ? m_BREADY         : 1'b0; 
    assign m_ARREADY    = (active_sel === 1'b0) ? s0_ARREADY       : 
                          (active_sel === 1'b1) ? s1_ARREADY       :
                          1'bx;  
    assign s0_ARVALID   = (active_sel === 1'b0) ? m_ARVALID        : 1'b0;
    assign s1_ARVALID   = (active_sel === 1'b1) ? m_ARVALID        : 1'b0;
    assign s0_ARPROT    = (active_sel === 1'b0) ? m_ARPROT         : 1'b0;
    assign s1_ARPROT    = (active_sel === 1'b1) ? m_ARPROT         : 1'b0;
    assign s0_ARADDR    = (active_sel === 1'b0) ? m_ARADDR[30:0]   : 1'b0;
    assign s1_ARADDR    = (active_sel === 1'b1) ? m_ARADDR[30:0]   : 1'b0;
    assign m_RVALID     = (active_sel === 1'b0) ? s0_RVALID        : 
                          (active_sel === 1'b1) ? s1_RVALID        :
                          1'bx;  
    assign m_RRESP      = (active_sel === 1'b0) ? s0_RRESP         : 
                          (active_sel === 1'b1) ? s1_RRESP         :
                          2'b0; 
    assign m_RDATA      = (active_sel == 1'b0) ? s0_RDATA : s1_RDATA;
    assign s0_RREADY    = (active_sel === 1'b0) ? m_RREADY         : 1'b0;
    assign s1_RREADY    = (active_sel === 1'b1) ? m_RREADY         : 1'b0;
endmodule
==> flow/run.sh <==
#!/bin/bash
# OpenROAD 26Q1-2900-gdf79404cd8, Yosys 0.63+post, stock flow scripts
make -C /OpenROAD-flow-scripts/flow DESIGN_CONFIG=/design/flow/config.mk WORK_HOME=/design/flow/orfs finish
==> results_dict.tcl <==
# yosys + openroad results
set metrics [dict create \
    layout_setup_ws_ns 2.52 \
    1st_pass_router_iterations 4 \
    grt_start_max_net_pins 95 \
    dp.final_hpwl_microns 16100 \
    synth.avg_cell_area_sq_um 7.06 \
    setup_viol_count_final 0 \
    netlist_instances 312 \
    detailroute.via_count 3599 \
    cts-root-to-sink-buffers 2 \
    core_region_area_sq_um 28900 \
    worst_slew_margin_relative_to_its_limit_pct 51.5 \
    crit_type "flip-flop to output pin" \
    outcome "finished clean" \
    average_routed_wire_per_standard_cell_microns 15.9 \
    setup_total_negative_slack_ns 0 \
    layout-drive-gt1-share_pct 7.14 \
    required_ns 5.12 \
    number_of_sinks_handled_by_clock_tree_synthesis 2 \
    numCtsBuffers 3 \
    irDropWorstVdd_uv 111 \
    holdBufCountCts 0 \
    final-max-slew-violation-count 0 \
    power.density_nw_per_um2 103 \
    mostFrequentLayoutCells "clkdlybuf4s50_1, and2_1, nor2b_1" \
    via_per_inst 3.20 \
    ys_seq_share_pct 2.27 \
    cts_tree "built" \
    fp-row-count 62 \
    cts-resized-gates 0 \
    finalWirelength_microns 17900 \
    cts_root_buf "clkbuf_16" \
    postSynthRegisterBits 2 \
    layout_min_cycle_time_ns 3.88 \
    lay_top_count "clkdlybuf4s50_1" \
    cap_viol_max_count 0 \
    grt-ovfl-total 0 \
    cellLeakagePower_nw 2.52 \
    yosysWarnings 0 \
    ys_chip_area_sq_um 2200 \
    worst_hold_path_type "flip-flop to flip-flop" \
    chipArea_sq_um 36900 \
    die_y_microns 192 \
    ys_types 18 \
    route.detailed.drc 0 \
    gp_congestion 0.850 \
    initial_antenna_violation_count 0 \
    tightest_slew_ns 0.728 \
    fmax_achieved_mhz 257 \
    grt_pass1_wl_microns 23800 \
    worst_setup_hold_path_clk_slew_ns 0.03 \
    clkLatencyLatePin_ns 0.22 \
    critical_path_arrival_ns 2.60 \
    post-route-period-util_pct 60.7 \
    worst_clock_skew_ns 0.00285 \
    initial_core_util_pct 7.61 \
    path_max_fanout 94 \
    critical_path.endpoint_type "output pin" \
    cts.repair_timing.setup_buffer_count 0 \
    unrepaired_setup_endpoints_after_global_routing "no" \
    grt.total_usage_pct 8.42 \
    cts_htree_levels 1 \
    pin_count 458 \
    synthesis.area_sq_um 2200 \
    syn_to_final_growth_pct 224 \
    port_buffers 453 \
    detail-route-antenna-nets 0 \
    dr.first_iter.drc_count 64 \
    warning_count 25 \
    final-hold-violation-count 0 \
    worstSetupStartpointType "flip-flop" \
    synth-cells-yosys 312 \
    detailedPlace.worstSlack_ns 2.62 \
    die_width_microns 192 \
    first_global_vias 3841 \
    insertedDiodeCount 0 \
]
==> power breakdown <==
| group | switching (mW) | internal (mW) |
|---|---|---|
| Sequential | 0.0182 | 0.0145 |
| Combinational | 0.152 | 0.452 |
| Clock | 0.0153 | 0.0820 |
==> cell usage after synthesis <==
library cell / instances / area, sq um
and2_1: 109 / 682
nor2b_1: 108 / 676
mux2_2: 42 / 473
buf_2: 13 / 65.1
clkbuf_2: 9 / 45.0
buf_4: 8 / 60.1
nor2_1: 4 / 15.0
nor4_1: 4 / 25.0
nor4_2: 3 / 37.5
buf_6: 2 / 22.5
dfrtp_1: 2 / 50.1
nand4_1: 2 / 12.5
a21oi_1: 1 / 5.00
clkbuf_1: 1 / 3.75
conb_1: 1 / 3.75
inv_1: 1 / 3.75
nor4b_2: 1 / 15.0
o21bai_1: 1 / 7.51
==> registers in the layout (all words and copies together), names as in the netlist <==
signal              flops
transaction_active      1
active_sel              1
==> worst max-delay path: stages, from the launching register on <==
cell             delay, ns
dfrtp_4               0.88
buf_4                 0.69
and2_1                0.22
clkdlybuf4s50_1       0.49
==> cells by family after synthesis <==
family,after synthesis,synth area share (%)
simple gates,231,66.4
mux,42,21.5
buf+inv,34,9.09
compound gates,2,0.568
flops,2,2.27
other cells,1,0.170
==> final timing paths <==
check / from / endpoint / slack (ns) / depth (start not counted)
worst max-delay path: active_sel$_DFFE_PN0N_ / s1_AWADDR[24] / 2.52 / 3
worst min-delay path: transaction_active$_DFFE_PN0P_ / active_sel$_DFFE_PN0N_ / 0.56 / 1
worst max register to register: active_sel$_DFFE_PN0N_ / active_sel$_DFFE_PN0N_ / 5.16 / 1
worst min register to register: transaction_active$_DFFE_PN0P_ / active_sel$_DFFE_PN0N_ / 0.56 / 1
max in group asynchronous: iRST / active_sel$_DFFE_PN0N_ / 5.05 / 1
min in group asynchronous: iRST / active_sel$_DFFE_PN0N_ / 1.22 / 1
==> through the flow <==
stage	hold slack [ns]	power (mW)	area, sq um	utilization [%]	instances
2_1_floorplan	0.500	0.170	2210	-	315
3_3_place_gp	0.567	0.654	7060	24.4	1122
3_5_place_dp	0.577	0.651	7060	24.4	1122
4_1_cts	0.582	0.753	7140	24.7	1126
5_1_grt	0.613	0.793	7140	24.7	1126
6_report	0.555	0.734	7140	24.7	1126
==> area by class of cell <==
type	instances	area [sq um]
flip-flops and latches	2	53.8
inverters	1	3.75
well taps	384	480
fillers	3073	21800
multi-input cells	279	1960
clock buffers	4	78.8
repair buffers	456	4560
==> layer usage <==
metal | routed length [microns] | vias to the layer above | track usage [%]
li1 | - | 1832 | -
met1 | 6240 | 1520 | 8.89
met2 | 9190 | 239 | 15.9
met3 | 2310 | 8 | 3.24
met4 | 145 | 0 | 0.745
met5 | 0 | - | 0
Power figures rest on the tool's default switching activity, not on a simulated workload.

===== flow/config.mk =====
export PLATFORM = sky130hd
export DESIGN_NAME = memory
export DESIGN_NICKNAME = memory
export VERILOG_FILES = /design/flow/design.v
export SDC_FILE = /design/flow/constraint.sdc
export NUM_CORES = 4
export LEC_CHECK = 1
export CORE_UTILIZATION = 50
export SYNTH_HDL_FRONTEND = slang
export SYNTH_MEMORY_MAX_BITS = 65536

===== flow/constraint.sdc =====
current_design memory

set clk_period 38.4
set clk_io_pct 0.2

create_clock -name clk0 -period $clk_period [get_ports {iCLK}]

set non_clock_inputs [all_inputs -no_clocks]
set_input_delay [expr $clk_period * $clk_io_pct] -clock clk0 $non_clock_inputs
set_output_delay [expr $clk_period * $clk_io_pct] -clock clk0 [all_outputs]

===== flow/design.v =====
module memory (
    input               iCLK, CE, RD, WR,
    input       [31:0]  iADDR,
    input       [31:0]  iWDATA,
    output reg  [31:0]  oDATA
);
    reg [31:0] mem [0:255];
    always @(posedge iCLK) begin
        if (WR) begin
            mem[iADDR] <= iWDATA;
        end
        if (CE && RD) begin
            oDATA = mem[iADDR];
        end else begin
            oDATA = 32'h00000000;
        end
    end
    initial begin
        $readmemh("mem/memory_rom_init.hex", mem, 0, 255);
    end
endmodule

===== flow/run.sh =====
#!/bin/bash
# OpenROAD 26Q1-2900-gdf79404cd8, Yosys 0.63+post, stock flow scripts
make -C /OpenROAD-flow-scripts/flow DESIGN_CONFIG=/design/flow/config.mk WORK_HOME=/design/flow/orfs finish

==> out/results.ini <==
[outcome]
outcome = complete, but fails checks
violations = antenna rules

[floorplan]
num_rows = 289
core_mm2 = 0.621
io_pins = 100
die_w_um = 792
fp-utilization = 0.503
dieArea_mm2 = 0.628
die_h_um = 792

[global_routing]
first_global_vias = 169000
grt-ovfl-total = 0
grt_usage = 0.315
antenna_found_initial = 54
grt_max_degree = 107
grt_pass1_wl_mm = 1210

[clock_network]
cts_buffer_depth = 4
cts_max_level = 6
postCtsSetupBuffers = 0
cts_resized = 0
numCtsBuffers = 799
clkSlewWorstSetupHoldPaths_ns = 0.06
cts_tree = done
clkSinkCount = 8224
postCtsHoldBufs = 0
clkLatencyLatePin_ns = 1.20
cts_root_buffer = clkbuf_16

[final_timing]
rsz0062_at_grt = no
drv_slew = 0
tightestPinTransition_ns = 1.31
tns_ns = 0
setup_violations = 0
fin_worst_skew_ns = 0.114
period_used_share = 0.396
slew_headroom = 0.124
period_minus_slack_ns = 15.22
timing.fmax_ghz = 0.0657
hold_viol_final = 0

[power_and_ir_drop]
power_density_mw_per_mm2 = 52.0
p_total_uw = 18400
p_leak_uw = 0.111
ir_worst_vdd_mv = 0.0493

[final_layout]
lay_top_count = edfxtp_1
layout-drive-gt1-share = 0.240
layout_top_cells = edfxtp_1 (8192), mux4_2 (1507), mux2i_1 (1142), clkbuf_16 (812), buf_4 (794)
area.growth.synth_to_final_pct = 13.3

[logic_synthesis]
ys_ff = 8224
edf_count = 8192
ys.flop_type = edfxtp_1
ys_cells = 14300
yosysWarningCount = 0
yosys_area_mm2 = 0.312
synthesis.area_mm2 = 0.312
synthCells = 14300
synth_seq_share = 0.790
synth.distinct_cells = 53
syn_avg_cell_area_um2 = 21.8
async_flop_share = 0

[flow_run]
warnings = 64
drv_cap = 0

[hold_path]
min_to = oDATA[30]
worst_hold_startpoint = mem[38][30]
worstHoldPathType = flop to flop
holdPathStages = 4

[placement]
port_buffers = 75
dp_hpwl_mm = 489
gp_congestion = 0.907

[worst_setup_path]
crit_required_ns = 39.43
r2r_slack_ns = 34.69
crit_type = input port to flop
reg2reg_depth = 6
critPathMaxFanout = 71
crit_arrival_ns = 16.25
worstReg2RegEnd = oDATA[4]
start_kind = input port
endpoint_kind = flop
worstReg2RegStart = mem[95][4]

[detailed_routing]
wire_per_inst_um = 35.9
drc = 0
vias = 152000
viasPerCell = 6.31
wl_mm = 867
drt_iter0_markers = 9317
drtAntennaViolNets = 1
dr.pass1.iters = 8

layer usage:
| layer | global-route usage | up-vias | share of wire |
|---|---|---|---|
| li1 | - | 62900 | - |
| met1 | 0.338 | 75600 | 0.27 |
| met2 | 0.428 | 11900 | 0.46 |
| met3 | 0.296 | 1757 | 0.21 |
| met4 | 0.130 | 79 | 0.056 |
| met5 | 0.0368 | - | 0.0034 |
stage by stage:
step / instance area [um^2] / setup WS (ns) / hold WS (ns) / utilization / cells
6_report: 354000 / 23.18 / 0.882 / 0.570 / 24100
2_1_floorplan: 312000 / 26.27 / 0.763 / - / 14300
3_5_place_dp: 328000 / 21.83 / 0.861 / 0.528 / 22600
3_3_place_gp: 328000 / 22.03 / 0.862 / 0.528 / 22600
5_1_grt: 354000 / 22.57 / 0.912 / 0.570 / 24100
4_1_cts: 354000 / 23.11 / 0.885 / 0.569 / 24100
worst max path at each step:
stage / start / endpoint / slack (ns) / cells after the start
4_1_cts: iADDR[0] / oDATA[18] / 23.11 / 15
6_report: iADDR[0] / oDATA[18] / 23.18 / 15
5_1_grt: iADDR[0] / oDATA[19] / 22.57 / 16
critical path, cell delays in order:
cell and delay, ns:
buf_16 0.35, buf_4 0.54, buf_4 0.70, buf_4 0.65
buf_4 0.58, buf_4 0.62, buf_4 0.70, buf_4 0.64
buf_4 0.64, buf_4 0.67, mux4_2 0.58, a21oi_1 0.21
o211ai_1 0.34, o221ai_1 0.89, o211ai_1 0.16
registers in the layout (all words and copies together) (netlist names):
| name | cells |
|---|---|
| oDATA | 32 |
| mem | 8192 |
cell type report:
class,count,area [um^2]
Fill cell,43200,267000
Sequential cell,8224,247000
Multi-Input combinational cell,5195,63900
Clock buffer,997,21000
Tap cell,8293,10400
Timing Repair Buffer,881,7160
Clock inverter,468,4480
Antenna cell,57,143
Inverter,7,31.3
synth_stat cells, drive strengths merged, types with 3 or more instances:
library cell	count	area [um^2]
or2	3	18.8
nand4	100	626
o21ai	68	340
nand2b	4	25.0
nand4bb	3	33.8
o22ai	256	1600
a21o	32	240
nand4b	3	26.3
o2111ai	31	272
nor4	64	400
a21oi	289	1450
mux2	6	67.6
a221oi	96	841
nand2	118	443
dfxtp	32	641
a2111oi	31	272
a311oi	32	280
a32oi	157	1380
nand3	212	1060
o211ai	63	473
buf	443	2380
a22oi	601	4510
mux4	1507	33900
inv	6	22.5
o221ai	33	289
clkbuf	454	1710
nor2	227	852
nor2b	8	50.1
and3	3	18.8
mux2i	1142	11400
a31oi	31	194
nor3	50	250
and2	10	62.6
edfxtp	8192	246000
kinds of logic (layout without fill, tap and decap cells):
logic type             after synthesis  in the layout  share of synthesized area
other                                0             57                          0
buffers and inverters              904           2353                     0.0132
AOI/OAI and AO/OA                 1728           1728                     0.0391
muxes                             2655           2655                      0.145
DFF                               8224           8224                      0.790
and+or+nand+nor                    812            812                     0.0126
report_power, final:
group / internal, uW / total (uW) / switching (uW)
clock: 4340 / 7620 / 3280
combinational: 279 / 869 / 591
sequential: 9890 / 9910 / 17.4
total: 14500 / 18400 / 3890
